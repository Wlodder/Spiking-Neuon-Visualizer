===== flow/run.sh =====
#!/bin/bash
# OpenROAD 26Q1-2900-gdf79404cd8, Yosys 0.63+post, stock flow scripts
make -C /OpenROAD-flow-scripts/flow DESIGN_CONFIG=/design/flow/config.mk WORK_HOME=/design/flow/orfs finish

===== flow/config.mk =====
export PLATFORM = sky130hd
export DESIGN_NAME = VGA_Sync_Pulses
export DESIGN_NICKNAME = VGA_Sync_Pulses
export VERILOG_FILES = /design/flow/design.v
export SDC_FILE = /design/flow/constraint.sdc
export NUM_CORES = 4
export LEC_CHECK = 1
export CORE_AREA = 10 10 83 83
export DIE_AREA = 0 0 93 93

===== flow/constraint.sdc =====
current_design VGA_Sync_Pulses

set clk_period 3.4
set clk_io_pct 0.2

create_clock -name clk0 -period $clk_period [get_ports {i_Clk}]

set non_clock_inputs [all_inputs -no_clocks]
set_input_delay [expr $clk_period * $clk_io_pct] -clock clk0 $non_clock_inputs
set_output_delay [expr $clk_period * $clk_io_pct] -clock clk0 [all_outputs]

===== flow/design.v =====
module VGA_Sync_Pulses
#(parameter TOTAL_COLS = 800,
  parameter TOTAL_ROWS = 525,
  parameter ACTIVE_COLS = 640,
  parameter ACTIVE_ROWS = 480)
(input i_Clk,
 output o_HSync,
 output o_VSync,
 output reg [9:0] o_Col_Count = 0,
 output reg [9:0] o_Row_Count = 0);
always @(posedge i_Clk)
begin
    if(o_Col_Count == TOTAL_COLS -1)
    begin
        o_Col_Count <= 0;
        if(o_Row_Count == TOTAL_ROWS -1)
            o_Row_Count <= 0;
        else 
            o_Row_Count <= o_Row_Count + 1;
    end
    else
        o_Col_Count <= o_Col_Count +  1;
end
assign o_HSync = o_Col_Count < ACTIVE_COLS ? 1'b1 : 1'b0;
assign o_VSync = o_Row_Count < ACTIVE_ROWS ? 1'b1 : 1'b0;
endmodule

==> CHANGELOG.md <==
## Flow update

- Run status: finished clean
- PortBufs: 22
- Reg2reg start: o_Row_Count[0]
- Fin crit period: roughly 2.2 ns
- Stages on worst setup path: 3
- Log Warnings: 26
- Post-Syn Instances: just over 90
- CP top delay family: flip-flops
- Worst Min Path Start: o_Col_Count[0]
- CP Class: reg2out
- Final HPWL DP: between 1500 and 2000 um
- MaxCap Viol Count: 0
- Crit. End Element: primary output
- FMAX: 458 MHz
- Final period utilization: 64.2%
- Synth Seq Share: 51.5%
- GPL Wtd Cong: about 0.8
- Slew Limit Fails: 0
- Antenna Cells: 0
- Clk slew on worst S/H paths: approximately 0.070 ns
- Ys Warns: 1
- Worst Max-Slew Pin Slew: between 0.6 and 0.7 ns
- Via count: roughly 750
- Combinational Area: approximately 450 um^2
- Die width: 93 um
- Initial antenna violation count: 0
- Combinational power share: 0%
- Post-synth EDFFs: 10
- WHS Endpoint: o_Col_Count[0]
- Max incr delay on CP: ~0.47 ns
- Simple share: 25.0%
- Syn-to-layout area delta: 37.1%
- Tightest Hold Check Type: reg2reg
- DRT Wirelength: approximately 2100 um
- Drt drc: 0
- Commonest flop: edfxtp_1
- Data arrival, critical path: 1.50 ns
- RSZ-0062 raised after global routing: no
- Synthesized area: 971 um^2
- Share of layout cells above drive strength 1: just over 10%
- Setup violators final: 0
- CORE AREA: 5140 um^2
- Setup Buffers After CTS: 0
- Power per cell area: 305 nW/um^2
- Largest net degree at the start of global routing: 15
- Hold buffer count at CTS: 0
- Final Util: ~26%
- Slew margin rel.: 54.5%
- Die height: about 93 um
- Hold Vio Cnt, Final: 0
- CTS tree: done
- FF/Latch Area: 500 um^2
- CTS sink cnt: 20
- First drt pass iteration count: 4
- Mux share of post-synthesis cell area: 0%
- Most numerous logic cells after layout: clkdlybuf4s50_1, nor2_1, dfxtp_1, edfxtp_1, xor2_1
- Die Size: 8650 um^2
- Complex Gates by Area: between 6 and 7%
- Worst-Skew Late Latency: approximately 0.25 ns
- Clock Tree Buf Depth: 2
- Layout fillers: between 500 and 600
- DP Area: 1290 um^2
- Post-route setup slack: 1.22 ns
- Int Power: 0.334 mW
- Floorplan-stage core utilization: between 10% and 20%
- Total negative slack: 0 ns
- GRT Overall Usage: approximately 4.9%
- Cell variety after synth: 29
- CP cell instances: nand4_1, nor2b_1, clkdlybuf4s50_1
- Synthesis-stage register bit count: 20
- R2R cell count: 5
- Global route overflow: 0
- Rows: 26
- Vias/cell: ~4
- Mean Syn Cell Area: 10.7 um^2
- Commonest Layout Cell: clkdlybuf4s50_1
- Post-DRT Antenna Nets: 0
- DRT iter0 DRCs: 50
- Switching Fraction: between 15 and 20%
- DR WL/cell: approximately 11 um
- Maximum clock skew at final layout: between 0.004 and 0.005 ns
- Top logic family: simple AND/OR/NAND/NOR gates
- CP required: roughly 2.7 ns
- Register share of total power: 61.6%
- Hold slack: 0.484 ns
- Reg2reg end: o_Row_Count[2]
- Final non-filler cell area: 1330 um^2
- Cts bufs inserted: 3
- Worst IR Drop VDD: approximately 0.00011 V
- Crit path max fanout: 6
- Worst setup SP type: register
- Critical path buffer and inverter count: 1
- Ys async rst share: 0%
- Leakage power: 0.495 nW
- CTS root buffer: clkbuf_8
- Post-CTS sizing: 0
- Htree depth: 1
- Hold Path Depth: 1
- Dpl ws: between 1 and 1.5 ns
- Clk pwr share: between 30% and 40%
- Top Ports: 23
- YS chip area: 971 um^2
- Critical path's slowest cell: edfxtp_1
- Adder Area Share: between 3 and 4%
- Global-route wire length before repair: approximately 3600 um
- Yosys cell count: ~90
- Worst reg-to-reg setup slack: about 1.6 ns
- P_sw: between 0.07 and 0.08 mW
- Xor/xnor share: between 10% and 20%
- Vias in the first global route: 734
synthesized netlist by cell type (2+ instances only):
cell / number / area [um^2]
ha_1: 3 / 37.5
nor2_1: 11 / 41.3
nand2_1: 5 / 18.8
nand4_1: 4 / 25.0
o21ai_0: 3 / 15.0
xnor2_1: 4 / 35.0
nor2b_1: 3 / 18.8
edfxtp_1: 10 / 300
o31ai_1: 2 / 15.0
dfxtp_1: 10 / 200
nand3_1: 6 / 30.0
nor3_1: 2 / 10.0
xor2_1: 8 / 70.1
inv_1: 5 / 18.8
flip-flops by register name, summed over array words and instances (netlist names):
signal and flops:
o_Col_Count 10, o_Row_Count 10
per-stage QoR:
stage                     instances  total power, mW
after floorplan                  91            0.256
after global placement          184            0.256
after detailed placement        184            0.256
after CTS                       188            0.413
after global routing            188            0.427
final                           188            0.406
per-layer routing:
layer | part of all wire [%] | GRT usage [%]
met2 | 47 | 7.48
met5 | 0 | 0
met3 | 2.9 | 0.889
met1 | 50 | 7.15
met4 | 0 | 1.03
cells by family after synthesis:
group,after synthesis
AOI/OAI and AO/OA,10
DFF,20
buffers and inverters,5
xor gates and xnor gates,12
adders and majority gates,3
and+or+nand+nor,41
power groups by stage:
stage,clock network [mW],registers [mW],logic [mW]
5_1_grt,0.177,0.250,0.000000275
4_1_cts,0.162,0.250,0.000000275
6_report,0.156,0.250,0.000000275
how the worst max path moves through the flow:
stage	end	slack [ns]	from
5_1_grt	o_VSync	1.08	o_Row_Count[6]
6_report	o_VSync	1.22	o_Row_Count[6]
4_1_cts	o_VSync	1.20	o_Row_Count[6]
final cells by class:
type,instances,area share [%]
flip-flops and latches,20,37.6
multi-input cells,66,33.9
repair buffers,23,17.1
well taps,70,6.58
clock buffers,4,3.38
inverters,5,1.41
Power is estimated from default activity; no workload was simulated.
