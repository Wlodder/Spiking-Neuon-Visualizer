[/design/flow/design.v]
module Sync_To_Count
#(parameter TOTAL_COLS = 800,
  parameter TOTAL_ROWS = 525)
(input i_Clk,
 input i_HSync,
 input i_VSync,
 output reg o_HSync = 0,
 output reg o_VSync = 0,
 output reg [9:0] o_Col_Count = 0,
 output reg [9:0] o_Row_Count = 0);
wire w_Frame_Start;
always @(posedge i_Clk)
begin
    o_VSync <= i_VSync;
    o_HSync <= i_HSync;
end
always @(posedge i_Clk)
begin
    if(w_Frame_Start == 1'b1)
    begin
        o_Col_Count <= 0;
        o_Row_Count <= 0;
    end
    else
    begin
        if (o_Col_Count == TOTAL_COLS - 1)
        begin
            if (o_Row_Count == TOTAL_ROWS - 1)
            begin
                o_Row_Count <= 0;
            end
            else
            begin
                o_Row_Count <= o_Row_Count + 1;
            end
            o_Col_Count <= 0;
        end
        else
        begin
            o_Col_Count <= o_Col_Count + 1;
        end
    end
end
assign w_Frame_Start = (~o_VSync & i_VSync);
endmodule
module VGA_Sync_Porch #(parameter VIDEO_WIDTH = 3,
                        parameter TOTAL_COLS = 3,
                        parameter TOTAL_ROWS = 3,
                        parameter ACTIVE_COLS = 2,
                        parameter ACTIVE_ROWS = 2)
(input i_Clk,
 input i_HSync,
 input i_VSync,
 input [VIDEO_WIDTH-1:0] i_Red_Video,
 input [VIDEO_WIDTH-1:0] i_Grn_Video,
 input [VIDEO_WIDTH-1:0] i_Blu_Video,
 output reg o_HSync,
 output reg o_VSync,
 output reg [VIDEO_WIDTH-1:0] o_Red_Video,
 output reg [VIDEO_WIDTH-1:0] o_Grn_Video,
 output reg [VIDEO_WIDTH-1:0] o_Blu_Video);
parameter c_FRONT_PORCH_HORZ = 18;
parameter c_BACK_PORCH_HORZ = 50;
parameter c_FRONT_PORCH_VERT = 10;
parameter c_BACK_PORCH_VERT = 33;
wire w_HSync;
wire w_VSync;
wire [9:0] w_Col_Count;
wire [9:0] w_Row_Count;
reg [VIDEO_WIDTH-1:0] r_Red_Video = 0;
reg [VIDEO_WIDTH-1:0] r_Grn_Video = 0;
reg [VIDEO_WIDTH-1:0] r_Blu_Video = 0;
Sync_To_Count #(.TOTAL_COLS(TOTAL_COLS),
                .TOTAL_ROWS(TOTAL_ROWS)) UUT
(.i_Clk(i_Clk),
 .i_HSync(i_HSync),
 .i_VSync(i_VSync),
 .o_HSync(w_HSync),
 .o_VSync(w_VSync),
 .o_Col_Count(w_Col_Count),
 .o_Row_Count(w_Row_Count));
always @(posedge i_Clk)
begin
    if((w_Col_Count < c_FRONT_PORCH_HORZ + ACTIVE_COLS) || 
       (w_Col_Count > TOTAL_COLS - c_BACK_PORCH_HORZ - 1))
        o_HSync <= 1'b1;
    else
        o_HSync <= w_HSync;
    if((w_Row_Count < c_FRONT_PORCH_VERT + ACTIVE_ROWS) ||
       (w_Row_Count > TOTAL_ROWS - c_BACK_PORCH_VERT - 1))
        o_VSync <= 1'b1;
    else
        o_VSync <= w_VSync;
end
always @(posedge i_Clk)
begin
    r_Red_Video <= i_Red_Video;
    r_Grn_Video <= i_Grn_Video;
    r_Blu_Video <= i_Blu_Video;
    o_Red_Video <= r_Red_Video;
    o_Grn_Video <= r_Grn_Video;
    o_Blu_Video <= r_Blu_Video;
end
endmodule
[/design/flow/run.sh]
#!/bin/bash
# OpenROAD 26Q1-2900-gdf79404cd8, Yosys 0.63+post, stock flow scripts
make -C /OpenROAD-flow-scripts/flow DESIGN_CONFIG=/design/flow/config.mk WORK_HOME=/design/flow/orfs finish
[/design/flow/config.mk]
export PLATFORM = sky130hd
export DESIGN_NAME = VGA_Sync_Porch
export DESIGN_NICKNAME = VGA_Sync_Porch
export VERILOG_FILES = /design/flow/design.v
export SDC_FILE = /design/flow/constraint.sdc
export NUM_CORES = 4
export LEC_CHECK = 1
export CORE_AREA = 10 10 106 106
export DIE_AREA = 0 0 116 116
[/design/flow/constraint.sdc]
current_design VGA_Sync_Porch

set clk_period 3.0
set clk_io_pct 0.2

create_clock -name clk0 -period $clk_period [get_ports {i_Clk}]

set non_clock_inputs [all_inputs -no_clocks]
set_input_delay [expr $clk_period * $clk_io_pct] -clock clk0 $non_clock_inputs
set_output_delay [expr $clk_period * $clk_io_pct] -clock clk0 [all_outputs]
==> ci_impl_report.md <==
### Flow metrics

| Metric | Value |
|---|---|
| Critical Path Start | UUT.o_Col_Count[0]$_SDFF_PP0_ |
| Non-Filler Instances | 272 |
| Fin Hold WS | 0.333 ns |
| Num CTS Buffers | 5 |
| Drt via density | 3.72 |
| Synth warnings | 2 |
| EDFF count, synth | 0 |
| Post-synth ARST share | 0 |
| First-pass GRT wire length | 4.69 mm |
| Worst VDD drop | 0.197 mV |
| Fp util | 0.163 |
| Total track usage | 0.0414 |
| Post-synth top area share | 0.582 |
| Run status | complete, no violations |
| Critical Path Fanout Max | 11 |
| HP Start | r_Red_Video[2]$_DFF_P_ |
| Ys flop type | dfxtp_1 |
| Synthesized area per cell | 10.5 sq um |
| Worst Max-Slew Pin Slew | 0.569 ns |
| Initial antenna violation count | 0 |
| Most common cell in the synthesized netlist | dfxtp_1 |
| Boundary Pins | 23 |
| Worst setup SP type | register |
| Post-route minimum period | 1.88 ns |
| Vias | 1012 |
| Commonest cells post-synth | dfxtp_1, nor2_1, nand3_1 |
| Post-CTS Hold Fix Bufs | 0 |
| Cell Area, Synth | 1440 sq um |
| Die H | 116 um |
| Post-DRT Antenna Nets | 0 |
| Detailed-route DRC error count | 0 |
| Die X | 116 um |
| Largest net degree at the start of global routing | 14 |
| Die area | 13500 sq um |
| Crit Path Class | reg -> reg |
| Post-layout util | 0.212 |
| CTS tree | yes |
| H-tree level count | 2 |
| Worst hold path endpoint | o_Red_Video[2]$_DFF_P_ |
| Power per cell area | 645 nW/um^2 |
| Drt wl/cell | 9.88 um |
| Worst EP arrival | 2.09 ns |
| YS chip area | 1440 sq um |
| Final Cycle Share | 0.625 |
| Cell variety after synth | 30 |
| Worst slew margin | 0.618 |
| Unrepaired setup endpoints after global routing | no |
| Max Cap Viol | 0 |
| Reported leakage power | 0.000661 uW |
| Critical Path RT | 3.22 ns |
| N_diodes | 0 |
| FF-to-FF path depth | 6 |
| Synth area leaders | dfxtp_1, nor2_1, xnor2_1 |
| Final Skew | 0.00313 ns |
| Reg-to-reg critical path endpoint | UUT.o_Row_Count[5]$_SDFFE_PP0N_ |
| Layout cells sized above 1 | 0.0854 |
| # placed instances | 264 |
| Seq share, synth | 0.582 |
| FF-to-FF Start | UUT.o_Col_Count[0]$_SDFF_PP0_ |
| Fmax | 533 MHz |
| Setup TNS | 0 ns |
| WL final | 2.69 mm |
| Ys flops | 42 |
| Slew Viols, Final | 0 |
| Pre-antenna DRT Iters | 4 |
| CTS root buf | clkbuf_8 |
| Core area | 8850 sq um |
| Dominant cell type by area after synthesis | dfxtp_1 |
| Crit end category | register |
| Hpwl dp | 2.00 mm |
| Worst-path clk slew | 0.08 ns |
| Final Setup Violations | 0 |
| Setup Fix Bufs, Post-CTS | 0 |
| Num rows | 34 |
| Hold path depth | 0 |
| Port-buffer cells | 22 |
| Gate Count Post-Synth | 137 |
| Clock sink total | 42 |
| Synth-to-layout area growth | 29.8% |
| CTS max path bufs | 2 |
| DRT iter0 DRCs | 33 |
| Number of warning messages in the logs | 27 |
| Post-CTS sizing | 0 |
| Vias in the first global route | 992 |
| Yosys cell count | 137 |
| Hold WC Path Type | reg -> reg |
| Clock Latency Late Sink | 0.29 ns |
| Grt total ovfl | 0 |
| Fin. Hold Viols | 0 |
| R2R setup slack | 1.12 ns |
| GP Congestion | 0.843 |
## per-layer routing
layer	vias up	GRT usage	share of wire
met2	23	0.0683	0.49
li1	525	-	-
met1	461	0.0538	0.46
met3	3	0.0120	0.045
met5	-	0	0
met4	0	0.00667	0.011
## how the worst max path moves through the flow
stage,to,slack (ns),cells after the start
4_1_cts,UUT.o_Row_Count[8]$_SDFFE_PP0N_,1.12,6
5_1_grt,UUT.o_Row_Count[3]$_SDFFE_PP0N_,0.95,6
6_report,UUT.o_Row_Count[5]$_SDFFE_PP0N_,1.12,6
## area by class of cell
class                           count  area (sq um)
Inverter                            4          15.0
Fill cell                         943          6970
Clock buffer                        6          82.6
Timing Repair Buffer               22           220
Sequential cell                    42           841
Tap cell                          108           135
Clock inverter                      2          12.5
Multi-Input combinational cell     88           568
## critical path: stages (launching register included)
cell and delay (ns):
dfxtp_1 0.36, inv_1 0.07, ha_1 0.14, nor4b_4 0.30, nand3_2 0.23, or4_1 0.54, a21oi_1 0.15
## flip-flops by register name, indices dropped and copies added (netlist names)
| name | flops |
|---|---|
| UUT.o_Col_Count | 10 |
| UUT.o_Row_Count | 10 |
| o_Blu_Video | 3 |
| o_Grn_Video | 3 |
| o_Red_Video | 3 |
| r_Blu_Video | 3 |
| r_Grn_Video | 3 |
| r_Red_Video | 3 |
| UUT.o_HSync | 1 |
| UUT.o_VSync | 1 |
| o_HSync | 1 |
| o_VSync | 1 |
## metrics by stage
step / total power [uW] / worst slack [ns] / instance area (sq um)
after floorplan: 797 / 1.31 / 1440
after global placement: 839 / 1.23 / 1780
after global routing: 1280 / 0.952 / 1870
final: 1210 / 1.12 / 1870
after detailed placement: 846 / 1.15 / 1780
after CTS: 1230 / 1.12 / 1870
## report_power, final
part,switching (uW),internal [uW]
clock,189,185
sequential,55.8,607
combinational,91.4,81.3
## kinds of logic (layout without fill, tap and decap cells)
logic type      count (synthesis)  after routing  share of synthesized area
fa+ha+maj                       4              4                     0.0347
mux                             1              1                    0.00693
flops                          42             42                      0.582
xor+xnor                       11             11                     0.0667
buf+inv                         7             34                     0.0243
compound gates                 15             15                     0.0659
simple gates                   57             57                      0.219
## layout by cell type, fill, tap and decap left out, types with 2 or more instances in the layout
cell / instances
a21oi_1: 4
a31o_2: 2
and3_1: 2
clkbuf_8: 6
clkdlybuf4s50_1: 22
dfxtp_1: 42
ha_1: 4
inv_1: 4
nand2_1: 7
nand2b_1: 2
nand3_1: 9
nand4_1: 5
nor2_1: 19
nor4_1: 2
o21ai_0: 3
o31ai_1: 5
or4_1: 3
xnor2_1: 6
xor2_1: 5
Power figures rest on the tool's default switching activity, not on a simulated workload.
