### flow/config.mk
export PLATFORM = sky130hd
export DESIGN_NAME = Debounce_Switch
export DESIGN_NICKNAME = Debounce_Switch
export VERILOG_FILES = /design/flow/design.v
export SDC_FILE = /design/flow/constraint.sdc
export NUM_CORES = 4
export LEC_CHECK = 1
export CORE_AREA = 10 10 84 84
export DIE_AREA = 0 0 94 94
### flow/constraint.sdc
current_design Debounce_Switch

set clk_period 4.0
set clk_io_pct 0.2

create_clock -name clk0 -period $clk_period [get_ports {i_Clk}]

set non_clock_inputs [all_inputs -no_clocks]
set_input_delay [expr $clk_period * $clk_io_pct] -clock clk0 $non_clock_inputs
set_output_delay [expr $clk_period * $clk_io_pct] -clock clk0 [all_outputs]
### flow/run.sh
#!/bin/bash
# OpenROAD 26Q1-2900-gdf79404cd8, Yosys 0.63+post, stock flow scripts
make -C /OpenROAD-flow-scripts/flow DESIGN_CONFIG=/design/flow/config.mk WORK_HOME=/design/flow/orfs finish
### flow/design.v
module Debounce_Switch(input i_Clk, input i_Switch, output o_Switch);
    parameter c_DEBOUNCE_LIMIT = 250_000;  
    reg [17:0] r_Count = 0;
    reg r_State = 1'b0;
    always @(posedge i_Clk)
    begin
        if(i_Switch !== r_State && r_Count < c_DEBOUNCE_LIMIT)
            r_Count <= r_Count + 1;
        else if(r_Count == c_DEBOUNCE_LIMIT)
        begin
            r_State <= i_Switch;
            r_Count <= 0;
        end
        else 
            r_Count <= 0;
    end
    assign o_Switch = r_State;
endmodule
==> impl_metrics.toml <==
# implementation run metrics
[die]
pin_count = 3
fp_util = 0.170
die_h_um = 94
coreArea_mm2 = 0.00520
die_w_um = 94
die-area_mm2 = 0.00884
num_rows = 26

[critical_path]
crit_path_max_fanout = 2
crit_cells = 1
rrSetupSlack_ps = 2310
crit_chain = "clkdlybuf4s50_1"
crit_family = "buffers and inverters"
start_kind = "register"
crit_path_end_kind = "output port"
reg2reg_from = "r_Count[0]$_SDFF_PN0_"
rr_worst_depth = 5
r2r-end = "r_Count[16]$_SDFF_PN0_"
crit_type = "reg2out"
slowest_stage = "clkdlybuf4s50_1"
cp_data_required_time_ps = 3200
path_buffers = 1
cp.arrival_ps = 1070
slowest_delay_ps = 470

[synthesis]
synthCells = 102
ys_seq_share = 0.440
yosys_warnings = 1
syn_area_um2 = 887
synth.area.top_cells = "dfxtp_1 41%, xnor2_1 13%, nor2_1 10%, nand4_1 4.2%, nor4_1 3.5%"
yosysCellCount = 102
largest_area_cell = "dfxtp_1"
ys_chip_area_um2 = 887
top_area_frac = 0.406
avgSynthCellArea_um2 = 8.70
synth_cell_types = 22
ys_ff = 19

[detailed_routing]
wl_per_cell_um = 8.54
vias_per_cell = 3.82
drt-initial-drc-count = 39
via_count = 676
dr.pass1.iters = 4
drt_wl_total_mm = 1.51
ant_nets = 0
antennaDiodeCount = 0
drc = 0

[final_timing]
worstMarginPinSlew_ps = 390
rsz0062_at_grt = "false"
fmax_mhz = 534
tns_ps = 0
hold_violations = 0
finalSetupViolCount = 0
relSlewSlack = 0.738
drv_slew = 0
min_period_over_period = 0.468
fin_crit_ps = 1870
clock_skew_ps = 8.06

[finish]
fillers = 582
seq_area_um2 = 390
drive_gt1_frac = 0.0841
logic_area_um2 = 454
area_delta_synth_final_pct = 16.2
final_cell_area_mm2 = 0.00103
finalNonFillerCells = 177
finish.utilization = 0.198

[flow_run]
warnings = 26
max_cap_viol_count = 0

[cts]
ctsResizeCount = 0
cts_buffers = 3
cts_hold_buf = 0
postCtsSetupRepairBufs = 0
cts_max_level = 1
cts_tree = "done"
clkTransAtPathRegs_ps = 60
clock-sinks = 19
ctsLongestPathBuffers = 2
clock.latency.late_pin_ps = 250
root_buffer = "clkbuf_8"

[global_routing]
antenna_found_initial = 0
grt_pass1_vias = 640
grt_max_degree = 19
top_usage_layer = "met2"
grtUsageTotal = 0.0384
grt_overflow = 0
grtUsageMet2 = 0.0593
grt_pass1_wl_mm = 2.85
use_met3 = 0.0202
met1_usage = 0.0487

[power_and_ir_drop]
peakVddDrop_mv = 0.183
leakage_uw = 0.000295
total_power_uw = 339
p_per_area_mw_per_mm2 = 329

[min_path]
hold_end = "r_Count[17]$_SDFF_PN0_"
min_from = "r_Count[17]$_SDFF_PN0_"
hold_depth = 2
hold_class = "reg2reg"

[place]
dp.cells = 173
gp_congestion = 0.810
placed_area_um2 = 986
dpl.hpwl_mm = 1.08
port_buffers = 2

[outcome]
status = "completed"
worst register-to-register path, cell delays in order, from the launching register on:
cell     delay (ps)
dfxtp_1         390
ha_1            210
nand3_1         250
nor4_2          470
a31o_2          210
a21oi_1          50
metal layers:
metal	vias up	routed length [µm]
li1	361	-
met1	299	755
met2	14	613
met3	2	132
met4	0	11
met5	-	0
power breakdown:
part           switching [µW]  total [µW]  internal, µW
registers                2.78         196           193
clock network            61.1         132          70.7
logic                    6.02        10.9          4.87
total                    69.9         339           269
through the flow:
| step | setup WS, ps | hold slack [ps] |
|---|---|---|
| 2_1_floorplan | 2500 | 437 |
| 3_3_place_gp | 2070 | 458 |
| 3_5_place_dp | 2060 | 465 |
| 4_1_cts | 2110 | 481 |
| 5_1_grt | 2070 | 527 |
| 6_report | 2130 | 473 |
sequential cells by signal (all words and copies together), names as in the netlist:
| register | count |
|---|---|
| r_Count | 18 |
| r_State | 1 |
cells by family (layout without fill, tap and decap cells):
| logic type | count (synthesis) | in the layout | share of synthesized area |
|---|---|---|---|
| fa+ha+maj | 2 | 2 | 0.0282 |
| simple gates | 52 | 52 | 0.289 |
| flops | 19 | 19 | 0.440 |
| buf+inv | 9 | 14 | 0.0480 |
| compound gates | 5 | 5 | 0.0465 |
| xor+xnor | 15 | 15 | 0.148 |
worst max-delay path by stage:
stage,start,to,slack (ps)
finish,r_State$_DFFE_PP_,o_Switch,2130
global route,r_State$_DFFE_PP_,o_Switch,2070
CTS,r_State$_DFFE_PP_,o_Switch,2110
Yosys cell counts (all sizes together):
| cell type | count |
|---|---|
| ha | 2 |
| xnor2 | 13 |
| inv | 7 |
| nand3 | 5 |
| nand4 | 6 |
| nor4 | 6 |
| nor2 | 24 |
| a21oi | 1 |
| buf | 2 |
| nand2 | 5 |
| or4 | 1 |
| o31ai | 1 |
| edfxtp | 1 |
| dfxtp | 18 |
| a31oi | 1 |
| o31a | 1 |
| xor2 | 2 |
| nor3 | 5 |
| a31o | 1 |
area by class of cell:
cell class | count | share of cell area
Sequential cell | 19 | 0.379
Clock buffer | 4 | 0.0437
Tap cell | 70 | 0.0850
Inverter | 7 | 0.0255
Timing Repair Buffer | 3 | 0.0267
Multi-Input combinational cell | 74 | 0.441
layout by cell type, fill, tap and decap left out, drive strengths merged:
| master | Yosys | layout |
|---|---|---|
| o31ai | 1 | 1 |
| xor2 | 2 | 2 |
| clkdlybuf4s50 | 0 | 2 |
| a21oi | 1 | 1 |
| nand3 | 5 | 5 |
| nor2 | 24 | 24 |
| dfxtp | 18 | 18 |
| buf | 2 | 1 |
| or4 | 1 | 1 |
| a31o | 1 | 1 |
| o31a | 1 | 1 |
| clkbuf | 0 | 4 |
| nand2 | 5 | 5 |
| ha | 2 | 2 |
| inv | 7 | 7 |
| nand4 | 6 | 6 |
| edfxtp | 1 | 1 |
| a31oi | 1 | 1 |
| nor4 | 6 | 6 |
| xnor2 | 13 | 13 |
| nor3 | 5 | 5 |
Power is estimated from default activity; no workload was simulated.
